==> flow/run.sh <==
#!/bin/bash
# OpenROAD 26Q1-2900-gdf79404cd8, Yosys 0.63+post, stock flow scripts
make -C /OpenROAD-flow-scripts/flow DESIGN_CONFIG=/design/flow/config.mk WORK_HOME=/design/flow/orfs finish
==> flow/config.mk <==
export PLATFORM = sky130hd
export DESIGN_NAME = prescaler
export DESIGN_NICKNAME = prescaler
export VERILOG_FILES = /design/flow/design.v
export SDC_FILE = /design/flow/constraint.sdc
export NUM_CORES = 4
export LEC_CHECK = 1
export CORE_UTILIZATION = 30
export SYNTH_HDL_FRONTEND = slang
==> flow/constraint.sdc <==
current_design prescaler

set clk_period 5.3
set clk_io_pct 0.2

create_clock -name clk0 -period $clk_period [get_ports {clk_in}]

set non_clock_inputs [all_inputs -no_clocks]
set_input_delay [expr $clk_period * $clk_io_pct] -clock clk0 $non_clock_inputs
set_output_delay [expr $clk_period * $clk_io_pct] -clock clk0 [all_outputs]
==> flow/design.v <==
module prescaler (clk_in, rst, 
						clk_1kHz, clk_100Hz, clk_10Hz, clk_1Hz, clk_c);
	parameter main_clock   = 50_000_000;
	parameter custom_clock = 60;
	input clk_in, rst;
	output reg clk_1kHz, clk_100Hz, clk_10Hz, clk_1Hz, clk_c;
	always @(posedge clk_in or negedge rst)
	begin
		reg [31:0] count = 0;
		if(rst == 0)
		begin
			count <= 0;
			clk_1kHz <= 0;			
		end
		else if(count == (main_clock/1000/2))
		begin
			count <= 0;
			clk_1kHz <= ~clk_1kHz;
		end
		else
		begin
			count <= count + 1;
		end
	end
	always @(posedge clk_in or negedge rst)
	begin
		reg [31:0] count = 0;
		if(rst == 0)
		begin
			count <= 0;
			clk_100Hz <= 0;			
		end
		else if(count == (main_clock/100/2))
		begin
			count <= 0;
			clk_100Hz <= ~clk_100Hz;
		end
		else
		begin
			count <= count + 1;
		end
	end
	always @(posedge clk_in or negedge rst)
	begin
		reg [31:0] count = 0;
		if(rst == 0)
		begin
			count <= 0;
			clk_10Hz <= 0;			
		end
		else if(count == (main_clock/10/2))
		begin
			count <= 0;
			clk_10Hz <= ~clk_10Hz;
		end
		else
		begin
			count <= count + 1;
		end
	end
	always @(posedge clk_in or negedge rst)
	begin
		reg [31:0] count = 0;
		if(rst == 0)
		begin
			count <= 0;
			clk_1Hz <= 0;			
		end
		else if(count == (main_clock/1/2))
		begin
			count <= 0;
			clk_1Hz <= ~clk_1Hz;
		end
		else
		begin
			count <= count + 1;
		end
	end
	always @(posedge clk_in or negedge rst)
	begin
		reg [31:0] count = 0;
		if(rst == 0)
		begin
			count <= 0;
			clk_c <= 0;			
		end
		else if(count == (main_clock/custom_clock/2))
		begin
			count <= 0;
			clk_c <= ~clk_c;
		end
		else
		begin
			count <= count + 1;
		end
	end
endmodule
==> deck_impl_summary.md <==
Physical Implementation Snapshot

CTS
  • Clk pin slew, worst setup/hold paths: 70 ps
  • Clk sink count: 165
  • Number of setup buffers added after CTS: 0
  • Root buffer cell: clkbuf_16
  • Cts hold-fix bufs: 0
  • CTS resizes: 0
  • Num CTS Buffers: 17
  • Deepest clock path buffer count: 2
  • CTS tree: done
  • # H-tree levels: 4
  • Worst skew pair latency: 420 ps

Floorplan
  • Die Size: 0.02670 mm^2
  • Fp util: 0.3077
  • CORE AREA: 0.02540 mm^2
  • Die H: 163.4 um
  • Die span in x: 163.4 um
  • Rows: 58
  • Top Ports: 7

Worst setup path
  • Worst EP required: 4240 ps
  • Worst setup SP type: flip-flop
  • Crit-path cells: clkdlybuf4s50_1
  • Critical path buffer and inverter count: 1
  • Crit path kind: reg2out
  • Delay-heaviest family, CP: buffers and inverters
  • Crit-path max cell delay: 470 ps
  • Crit path DAT: 1260 ps
  • Crit-path slowest cell: clkdlybuf4s50_1
  • CP endpoint kind: primary output
  • Crit path max fanout: 2

Worst hold path
  • Hold WC Path Type: reg2reg

STA
  • Final period utilization: 0.4384
  • Final setup violation count: 0
  • Maximum clock rate: 430.4 MHz
  • Final hold vios: 0
  • Slew Viols, Final: 0
  • Slew @ Worst Pin: 761.5 ps
  • Setup TNS: 0 ps
  • Max_slew headroom: 0.4881
  • Final setup margin: 2977 ps
  • RSZ-0062 raised after global routing: no
  • Final clock skew: 11.73 ps
  • Final Critical Period: 2323 ps
  • Fin Hold WS: 465.5 ps

Place
  • DP Cell Count: 1075
  • Port Buffers: 6
  • DP HPWL: 8.698 mm
  • Post-Place Worst Slack: 3114 ps
  • GPL Wtd Cong: 0.8192
  • Placed instance area: 0.008304 mm^2

Synth
  • Synth top cells by count: dfrtp_1 (165), nor2_1 (93), xnor2_1 (81)
  • Synthesized instance count: 744
  • Distinct lib cells: 42
  • Post-synth EDFFs: 0
  • Yosys Warn Count: 0
  • Asr flop ratio synth: 1.000
  • Synth top cell by count: dfrtp_1
  • Synth Flop Type: dfrtp_1
  • Cell taking the most area after synthesis: dfrtp_1
  • Yosys Instances: 744
  • Share of the yosys chip area belonging to registers: 0.5283
  • Mapped cell area: 0.007815 mm^2
  • Ys flops: 165
  • Chip Area, Yosys: 0.007815 mm^2
  • Yosys top cell area share: 0.5283
  • Avg Inst Size Synth: 10.50 um^2
  • Top cells by area: dfrtp_1 (53%), xnor2_1 (9.1%), xor2_1 (7.3%), nor2_1 (4.5%), nand3_1 (4.0%)

Detailed routing
  • Drt first pass iters: 4
  • Routed length per instance: 11.99 um
  • Via count: 5177
  • Antenna diodes: 0
  • Detailed router's first-iteration violation count: 272
  • # DRC: 0
  • Vias per cell: 4.681
  • Final WL: 13.26 mm
  • Antenna Violating Nets Remaining: 0

Global route
  • Vias in the first global route: 5051
  • First-pass GRT wire length: 24.18 mm
  • Grt ovf: 0
  • Pin count of the biggest net entering global routing: 108
  • Initial antenna violation count: 0
  • All-layer global routing usage: 0.1109

Finish
  • Layout Utilization: 0.3508
  • Area growth syn-to-layout: 14.01%
  • Final instance area: 0.008910 mm^2
  • Layout cells sized above 1: 0.06572
  • Non-filler instance count after layout: 1106

Flow run
  • Max-Cap Viols: 0
  • Tool warnings: 32

Power and ir drop
  • Pleak: 4.039 nW
  • Pwr Density: 286.1 mW/mm^2
  • Total power: 2.549 mW
  • Maximum vdd drop: 200.9 uV

Status
  • Status: finished clean
==> worst paths after layout <==
| path | from | endpoint | slack [ps] | cells after the start |
|---|---|---|---|---|
| setup / recovery | clk_1Hz | clk_1Hz | 2980 | 1 |
| hold / removal | clk_10Hz | clk_10Hz | 470 | 1 |
| setup reg to reg | flip-flop | flip-flop | 3110 | 5 |
| hold reg to reg | clk_10Hz | clk_10Hz | 470 | 1 |
| max in group asynchronous | rst | asynchronous set/reset pin | 3730 | 2 |
| min in group asynchronous | rst | asynchronous set/reset pin | 580 | 1 |
==> layout make-up <==
type,instances,area (um^2)
fillers,2488,16490
flip-flops and latches,165,4129
multi-input cells,550,3576
clock buffers,18,439.2
well taps,330,412.9
clock inverters,13,166.4
repair buffers,12,118.9
inverters,18,67.56
==> cell families after synthesis <==
| group | Yosys count | share of synthesized area |
|---|---|---|
| buffers and inverters | 29 | 0.01489 |
| adders and majority gates | 10 | 0.01601 |
| AOI/OAI and AO/OA | 13 | 0.01073 |
| and+or+nand+nor | 380 | 0.2651 |
| DFF | 165 | 0.5283 |
| xor gates and xnor gates | 146 | 0.1636 |
| muxes | 1 | 0.001281 |
==> per-layer routing <==
metal | track usage | share of wire | wire length (um)
met1 | 0.1852 | 0.54 | 7143
met2 | 0.1585 | 0.43 | 5692
met3 | 0.01759 | 0.021 | 276
met4 | 0.01359 | 0.011 | 146
met5 | 0 | 0 | 0
==> cells in the final DEF, fill, tap and decap left out, types with 3 or more instances in the layout <==
master             n
dfrtp_1          165
nor2_1            93
xnor2_1           81
xor2_1            65
nand3_1           62
nand2_1           60
nand4_1           41
nor4_1            26
and3_1            24
inv_1             18
clkbuf_16         17
and4_1            13
nor3_1            10
nor4b_1           10
ha_1              10
nor2b_1            7
or3_1              6
and2_1             5
clkdlybuf4s50_1    5
buf_4              5
a21oi_1            4
inv_6              4
nor4_4             3
nor4_2             3
nand2b_1           3
==> power by group <==
part           leakage, nW  switching (mW)  internal, mW  total, mW
Sequential            2.26               0          1.26       1.26
Clock                0.291           0.542         0.722       1.26
Combinational         1.49          0.0234       0.00224     0.0256
Power is estimated from default activity; no workload was simulated.
