<file path="config.mk">
export PLATFORM = sky130hd
export DESIGN_NAME = contador
export DESIGN_NICKNAME = contador
export VERILOG_FILES = /design/flow/design.v
export SDC_FILE = /design/flow/constraint.sdc
export NUM_CORES = 4
export LEC_CHECK = 1
export CORE_AREA = 10 10 70 70
export DIE_AREA = 0 0 80 80
export SYNTH_HDL_FRONTEND = slang
</file>
<file path="constraint.sdc">
current_design contador

set clk_period 1.5
set clk_io_pct 0.2

create_clock -name clk0 -period $clk_period [get_ports {clk_in}]

set non_clock_inputs [all_inputs -no_clocks]
set_input_delay [expr $clk_period * $clk_io_pct] -clock clk0 $non_clock_inputs
set_output_delay [expr $clk_period * $clk_io_pct] -clock clk0 [all_outputs]
</file>
<file path="design.v">
module contador (clk_in, rst, clk_out, count);
	parameter modulo   = 10;
	parameter largura  = 4;
	input clk_in, rst;
	output reg clk_out;
	output reg [largura-1:0] count;
	always @(posedge clk_in or negedge rst)
	begin
		if(rst == 0)
		begin
			count <= 0;
			clk_out <= 0;			
		end
		else if(count == (modulo-1))
		begin
			count <= 0;
			clk_out <= 1;
		end
		else
		begin
			count <= count + 1;
			clk_out <= 0;	
		end
	end
endmodule
</file>
<file path="run.sh">
#!/bin/bash
# OpenROAD 26Q1-2900-gdf79404cd8, Yosys 0.63+post, stock flow scripts
make -C /OpenROAD-flow-scripts/flow DESIGN_CONFIG=/design/flow/config.mk WORK_HOME=/design/flow/orfs finish
</file>
==> metrics.yaml <==
worst_setup_path:
  endpoint_kind: "output pin"
  max_stage_delay_ns: 0.50
  crit_slowest_cell: "clkdlybuf4s50_1"
  critPathArrivalTime_ns: 1.13
  critPathBufInv: 1
  path_delay_family: "buffers and inverters"
  cp_max_fo: 4
  path_cells: "clkdlybuf4s50_1"
  path_class: "register to output pin"
  cp_data_required_time_ns: 1.20
  crit_path_start_kind: "register"
global_routing:
  grt-busiest-layer: "met1"
  grtUsageMet1_pct: 2.819
  grtUsageMet2_pct: 1.685
  grt_pass1_wl_um: 841
  grtUsageTotal_pct: 1.812
  grt_pass1_vias: 168
  antenna_found_initial: 0
  gr-total-overflow: 0
  met3_usage_pct: 1.477
  grt_max_degree: 8
min_path:
  hp-class: "input pin to async pin"
yosys:
  ys.warnings.count: 0
  syn_area_sq_um: 196.4
  netlist_instances: 16
  yosysTopAreaCell: "dfrtp_1"
  ys_seq_share_pct: 63.69
  syn_area_per_cell_sq_um: 12.28
  synth.distinct_cells: 11
  ys_top_cells_by_area: "dfrtp_1, mux2_2, a221o_1"
  top_area_share_pct: 63.69
  ys_cells: 16
  ys_chip_area_sq_um: 196.4
  ys_ff: 5
clock_tree:
  root_buffer: "clkbuf_4"
  hold_buffers: 0
  clock_latency_ns: 0.24
  htree_levels: 1
  cts_buffers: 3
  cts_tree: "done"
  cts.sinks: 5
  clock_path_buffers: 2
  clk_pin_slew_ns: 0.04
drt:
  vias: 163
  wirelength_um: 584
  drtPass1Iterations: 2
  drt_iter0_drc: 1
  diodes: 0
  drc: 0
  wl_per_cell_um: 7.787
  antenna_left: 0
  viasPerCell: 2.173
power_and_ir_drop:
  p_leak_uw: 0.0001357
  vdd_ir_drop_max_uv: 398.3
  pwr_density_cell_nw_per_um2: 817.6
final_timing:
  timing.hold.ws_ns: 0.2793
  rsz0062_at_grt: "no"
  final-max-slew-violation-count: 0
  period_used_pct: 95.60
  finClkSkew_ns: 0.001901
  fin_setup_tns_ns: 0
  finalHoldViolCount: 0
  max_freq_ghz: 0.6973
  worst_pin_slew_ns: 0.2335
  setup_viol: 0
  slew_headroom_pct: 84.38
  final.min_clock_period_ns: 1.434
status:
  status: "finished, final reports clean"
floorplanning:
  die-height_um: 80
  core_util_floorplan_pct: 5.751
  coreArea_sq_um: 3416
  num_rows: 21
  die-width_um: 80
  chip_area_sq_um: 6400
  ios: 7
placement:
  dp.cells: 68
  place_congestion: 0.6955
  dpl.hpwl_um: 435.3
  io_buffers: 6
cells_and_area:
  final_layout_size_suffix_gt1_share_pct: 34.48
  area_growth_pct: 85.99
  fin_cells: 75
job:
  warnings: 25
  maxCapViolations: 0
## cells in the final DEF, fill, tap and decap left out, drive strengths merged
| master | synthesis | final |
|---|---|---|
| a221o | 1 | 1 |
| buf | 0 | 3 |
| clkbuf | 0 | 4 |
| clkdlybuf4s50 | 0 | 6 |
| dfrtp | 5 | 5 |
| inv | 2 | 2 |
| mux2 | 1 | 1 |
| nand2 | 1 | 1 |
| nor2 | 1 | 1 |
| nor2b | 1 | 1 |
| nor3 | 1 | 1 |
| nor3b | 1 | 1 |
| o21ai | 1 | 1 |
| xnor2 | 1 | 1 |
## cell usage after synthesis
cell	instances
nor3b_1	1
dfrtp_1	5
inv_1	2
o21ai_1	1
nor2b_2	1
xnor2_1	1
mux2_2	1
nor3_1	1
nand2_1	1
a221o_1	1
nor2_1	1
## report_power, final
group / switching, uW / total, uW / internal, uW
registers: 0 / 135 / 135
clock network: 57.8 / 159 / 101
logic: 2.52 / 4.84 / 2.32
## metal layers
layer	vias up	wire [um]
li1	81	-
met1	72	349
met2	10	169
met3	0	66
met4	0	0
met5	-	0
## state kept, by name, indices dropped and copies added, names as in the netlist
name / flops
clk_out: 1
count: 4
## logic make-up after synthesis
group           after synthesis  share of synthesized area (%)
buf+inv                       2                          3.823
flops                         5                          63.69
mux                           1                          5.732
xor+xnor                      1                          4.459
simple gates                  5                          14.65
compound gates                2                          7.641
## area by class of cell
type	count	area (sq um)
fill	404	3050
sequential	5	127.6
timing repair buffer	9	82.58
multi-input combinational	9	63.81
tap	46	57.56
clock buffer	4	26.28
inverter	2	7.507
## final timing paths
kind,startpoint,to,slack (ns),cells past startpoint
hold reg to reg,count[1],clk_out,0.51,1
max in group asynchronous,rst,count[0],1.01,1
min in group clk0,count[1],clk_out,0.51,1
setup / recovery,count[0],count[0],0.07,1
hold / removal,rst,count[3],0.28,1
setup reg to reg,count[3],count[3],0.36,3
## per-stage QoR
stage	power, uW	worst slack [ns]	instance area, sq um	utilization (%)
CTS	305.9	0.0003503	340.3	9.963
floorplan	137.4	0.5355	196.4	-
finish	298.7	0.06599	365.4	10.70
global route	320.0	0.001345	365.4	10.70
global placement	142.1	0.2771	314.1	9.194
detailed placement	142.3	0.2697	314.1	9.194
## what timing repair did
action,4_1_cts,5_1_grt
endpoints found under the setup margin,0,4
setup buffers,0,3
gates resized,0,2
Power and IR drop assume default switching activity.
